<file path="./config.mk">
export PLATFORM = sky130hd
export DESIGN_NAME = ps2_master
export DESIGN_NICKNAME = ps2_master
export VERILOG_FILES = /design/flow/design.v
export SDC_FILE = /design/flow/constraint.sdc
export NUM_CORES = 4
export LEC_CHECK = 1
export CORE_UTILIZATION = 40
</file>
<file path="./constraint.sdc">
current_design ps2_master

set clk_period 1.7
set clk_io_pct 0.2

create_clock -name clk0 -period $clk_period [get_ports {i_ps2_clk}]
create_clock -name clk1 -period $clk_period [get_ports {i_sys_clk}]

set non_clock_inputs [all_inputs -no_clocks]
set_input_delay [expr $clk_period * $clk_io_pct] -clock clk0 $non_clock_inputs
set_output_delay [expr $clk_period * $clk_io_pct] -clock clk0 [all_outputs]
</file>
<file path="./design.v">
module ps2_master
(	
    input wire        i_sys_clk,       
    input wire        i_ps2_clk,       
    input wire        i_sys_rst_n,     
    input wire        i_tx_en,         
    input wire [7:0]  i_tx_data,       
    output reg        o_rx_en,         
    output wire [7:0] o_rx_data,       
    inout wire        o_ps2_clk,       
    inout wire        o_ps2_data       
);
reg [3:0]  tx_fsm_state;              
reg [3:0]  prev_tx_state;             
reg [29:0] low_valid_shift;           
reg [7:0]  tx_data_buffer;            
reg        serial_tx_data;            
wire       parity_bit;                
wire       clk_out_enable;            
reg        prev_ps2_clk;              
reg        rx_start_detect;           
reg [3:0]  rx_fsm_state;              
reg [7:0]  rx_data_buffer;            
reg        rx_parity_reg;             
assign parity_bit = ~(^tx_data_buffer);
assign clk_out_enable = (rx_fsm_state != 0 || tx_fsm_state != 0 || low_valid_shift != 0);
assign o_ps2_clk = (clk_out_enable) ? ((low_valid_shift != 0) ? 1'b0 : i_ps2_clk) : 1'bz;
assign o_ps2_data = (rx_fsm_state == 12) ? 1'b0 :      
                   (tx_fsm_state != 0) ? serial_tx_data : 1'bz;   
assign o_rx_data = rx_data_buffer;   
always @(negedge i_sys_clk or negedge i_sys_rst_n) begin
    if (!i_sys_rst_n) begin
        prev_tx_state <= 0;
        low_valid_shift <= 0;
    end else begin
        prev_tx_state <= tx_fsm_state;   
        low_valid_shift <= {low_valid_shift[28:0], 
                          ((prev_tx_state == 11) && (tx_fsm_state == 0))};
    end
end
always @(posedge i_ps2_clk or negedge i_sys_rst_n) begin
    if (!i_sys_rst_n) begin
        prev_ps2_clk <= 1;
        rx_start_detect <= 0;
    end else begin
        prev_ps2_clk <= o_ps2_clk;   
        rx_start_detect <= (rx_fsm_state == 0) ? 
                         ((o_ps2_clk == 0 && tx_fsm_state == 0) ? 1 : 0) : 0;
    end
end
always @(negedge i_ps2_clk or negedge i_sys_rst_n) begin
    if (!i_sys_rst_n) begin
        tx_data_buffer <= 0;
    end else begin
        tx_data_buffer <= i_tx_en ? i_tx_data : tx_data_buffer;
    end
end
always @(negedge i_ps2_clk or negedge i_sys_rst_n) begin
    if (!i_sys_rst_n) begin
        tx_fsm_state <= 0;
        serial_tx_data <= 1;   
    end else begin
        case (tx_fsm_state)
            0: begin
                serial_tx_data <= 1;
                tx_fsm_state <= i_tx_en ? 1 : 0;
            end
            1: begin
                serial_tx_data <= 0;   
                tx_fsm_state <= 2;
            end
            2: begin serial_tx_data <= tx_data_buffer[0]; tx_fsm_state <= 3; end
            3: begin serial_tx_data <= tx_data_buffer[1]; tx_fsm_state <= 4; end
            4: begin serial_tx_data <= tx_data_buffer[2]; tx_fsm_state <= 5; end
            5: begin serial_tx_data <= tx_data_buffer[3]; tx_fsm_state <= 6; end
            6: begin serial_tx_data <= tx_data_buffer[4]; tx_fsm_state <= 7; end
            7: begin serial_tx_data <= tx_data_buffer[5]; tx_fsm_state <= 8; end
            8: begin serial_tx_data <= tx_data_buffer[6]; tx_fsm_state <= 9; end
            9: begin serial_tx_data <= tx_data_buffer[7]; tx_fsm_state <= 10; end
            10: begin
                serial_tx_data <= parity_bit;
                tx_fsm_state <= 11;
            end
            11: begin
                serial_tx_data <= 0;   
                tx_fsm_state <= 0;
            end
        endcase
    end
end
always @(negedge i_ps2_clk or negedge i_sys_rst_n) begin
    if (!i_sys_rst_n) begin
        rx_fsm_state <= 0;
        rx_data_buffer <= 0;
        rx_parity_reg <= 0;
        o_rx_en <= 0;
    end else begin
        o_rx_en <= 0;   
        case (rx_fsm_state)
            0: begin
                rx_data_buffer <= 0;
                rx_parity_reg <= 0;
                if (rx_start_detect) rx_fsm_state <= 1;
            end
            1: begin
                rx_fsm_state <= (o_ps2_data == 0) ? 2 : 0;
            end
            2: begin rx_data_buffer[0] <= o_ps2_data; rx_parity_reg <= o_ps2_data; rx_fsm_state <= 3; end
            3: begin rx_data_buffer[1] <= o_ps2_data; rx_parity_reg <= rx_parity_reg ^ o_ps2_data; rx_fsm_state <= 4; end
            4: begin rx_data_buffer[2] <= o_ps2_data; rx_parity_reg <= rx_parity_reg ^ o_ps2_data; rx_fsm_state <= 5; end
            5: begin rx_data_buffer[3] <= o_ps2_data; rx_parity_reg <= rx_parity_reg ^ o_ps2_data; rx_fsm_state <= 6; end
            6: begin rx_data_buffer[4] <= o_ps2_data; rx_parity_reg <= rx_parity_reg ^ o_ps2_data; rx_fsm_state <= 7; end
            7: begin rx_data_buffer[5] <= o_ps2_data; rx_parity_reg <= rx_parity_reg ^ o_ps2_data; rx_fsm_state <= 8; end
            8: begin rx_data_buffer[6] <= o_ps2_data; rx_parity_reg <= rx_parity_reg ^ o_ps2_data; rx_fsm_state <= 9; end
            9: begin rx_data_buffer[7] <= o_ps2_data; rx_parity_reg <= rx_parity_reg ^ o_ps2_data; rx_fsm_state <= 10; end
            10: begin
                rx_fsm_state <= (~rx_parity_reg == o_ps2_data) ? 11 : 11;   
            end
            11: begin
                rx_fsm_state <= (o_ps2_data == 0) ? 12 : 12;   
            end
            12: begin
                o_rx_en <= 1;   
                rx_fsm_state <= 13;
            end
            13: rx_fsm_state <= 0;
        endcase
    end
end
endmodule
</file>
<file path="./run.sh">
#!/bin/bash
# OpenROAD 26Q1-2900-gdf79404cd8, Yosys 0.63+post, stock flow scripts
make -C /OpenROAD-flow-scripts/flow DESIGN_CONFIG=/design/flow/config.mk WORK_HOME=/design/flow/orfs finish
</file>
==> flow_results.org <==
* Flow results

** Synthesis
- The synthesis report lists the Yosys warning total as 3.
- The synthesized design contains 0 enable-type register cells.
- Per the post-synthesis report, the number of cells in the design is 182.
- Before any placement, the netlist area is recorded as 2320 um2.
- The synthesized netlist devotes 8.52% of its cell area to compound gates.
- Per the synthesis report, the simple-gate share of the synthesized area is 12.4%.
- Synth mux share :: 6.69%
- Average footprint of a synthesized cell :: 12.7 um2
- Sequential area share after synthesis :: 65.9%
- Post-synth ARST share :: 100%
- Dominant register cell :: sky130_fd_sc_hd__dfrtn_1
- Main logic family after synthesis :: simple AND/OR/NAND/NOR gates
- In the synthesis report, Yosys lists the chip area as 2320 um2.
- Xor+xnor area frac :: 3.45%
- Cell total in the yosys stat output :: 182
- After synthesis the netlist holds a flip-flop and latch count of 61.
- Cell variety after synth :: 41
- Fraction of the mapped netlist area in adder cells :: 0%

** Status
- The flow did not finish.
- Log Error :: [error] [KeplerFormal.cpp:679] Workflow failed: Iso has multiple drivers: .o_ps2_clk0, _159_.Y0
- It got as far as clock tree synthesis (4_1_cts) and failed there.

** Floorplan
- At the floorplan stage, the core utilization is reported as 41.9%.
- According to the floorplan report, the die height is 78.2 um.
- Die extent in x :: 78.2 um
- Std-Cell Rows :: 27
- IO Pins :: 23

** Placed design
- Post-Place Cells :: 291
- Post-placement worst setup slack :: -0.607 ns
- Placer congestion estimate :: 0.765
- Number of buffers inserted by port buffering :: 19
- Note, the detailed placer reported a final HPWL of 2.77 mm.
- Area after DPL :: 2850 um2

** Clock tree
- Number of instances resized during post-cts repair :: 36
- Buffers added to address setup during post-CTS repair amount to 6.
- Buffers inserted to repair hold after CTS numbered 1.
## synth_stat cells, types with 3 or more instances
cell                       count  area [um2]
sky130_fd_sc_hd__nor2_1       14        52.6
sky130_fd_sc_hd__inv_1         6        22.5
sky130_fd_sc_hd__dfrtn_1      59        1480
sky130_fd_sc_hd__nor3_1        5        25.0
sky130_fd_sc_hd__mux2_2       10         113
sky130_fd_sc_hd__buf_2         3        15.0
sky130_fd_sc_hd__nand2_1      14        52.6
sky130_fd_sc_hd__o21ai_0       7        35.0
sky130_fd_sc_hd__nor4_1        6        37.5
sky130_fd_sc_hd__a21oi_1       7        35.0
sky130_fd_sc_hd__nor2b_1       3        18.8
sky130_fd_sc_hd__clkbuf_1      8        30.0
## per-stage QoR
step / hold slack (ns) / setup TNS [ns] / utilization (%)
3_5_place_dp: 0.219 / -9.39 / 51.4
3_3_place_gp: 0.219 / -9.19 / 51.4
2_1_floorplan: 0.0444 / -1.94 / -
## cell families after synthesis
kind of cell,after synthesis
AOI/OAI and AO/OA,29
xor gates and xnor gates,6
buffers and inverters,18
DFF,61
muxes,13
and+or+nand+nor,55
